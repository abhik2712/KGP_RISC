==> design.v <==
`timescale 1ns / 1ps
module Inst_decode(input [31:0] inst,
	output reg [1:0] opcode, output reg [4:0] rs, output reg [4:0] rt, output reg [4:0] shamt, output reg [3:0] func, output reg [15:0] offset, output reg MemWrite
    );
always @(*)
	begin
		opcode <= inst[31:30];
		if(opcode == 2'b00)		 
			begin
				rs <= inst[29:25];
				func <= inst[19:16];
				if(func[2:1] == 2'b10)     
					offset <= inst[15:0];
				else
					offset <= 16'b0;
				if(func[3] == 1)           
					begin
						shamt <= inst[24:20];
						rt <= 5'b0;
					end
				else
					begin
						shamt <= 5'b0;
						rt <= inst[24:20];
					end
			end
		else if(opcode == 2'b01)		 
			begin
				rs <= inst[29:25];
				rt <= inst[24:20];
				shamt <= 5'b0;
				func <= inst[19:16];
				offset <= inst[15:0];
			end
		else if(opcode == 2'b10)		 
			begin
				rs <= inst[29:25];
				rt <= inst[24:20];
				shamt <= 5'b0;
				func <= inst[19:16];
				offset <= inst[15:0];
			end
		else if(opcode == 2'b11)		 
			begin
				func <= inst[19:16];
				if(func[3]==1)            
					begin
						rs <= inst[29:25];
						rt <= inst[24:20];
						shamt <= 5'b0;
						offset <= inst[15:0];
					end
				else 
				begin
					if(func[3:1] == 3'b0)      
						begin
							rs <= 5'b0;
							rt <= 5'b0;
							shamt <= 5'b0;
							offset <= inst[15:0];
						end
					else if(func[3:1] == 3'b001)       
						begin
							rs <= 5'b0;
							rt <= 5'b0;
							shamt <= 5'b0;
							offset <= 16'b0;
						end
					else                          
					begin
						rs <= inst[29:25];
						rt <= 5'b0;
						shamt <= 5'b0;
						offset <= inst[15:0];
					end
				end
			end
	end
always @(*)                  
	begin
		if(opcode==3'd2 & func==4'd1)    
			begin
			MemWrite<=1;
			end
		else
			MemWrite<=0;
	end
endmodule
==> run.sh <==
#!/bin/bash
# OpenROAD 26Q1-2900-gdf79404cd8, Yosys 0.63+post, stock flow scripts
make -C /OpenROAD-flow-scripts/flow DESIGN_CONFIG=/design/flow/config.mk WORK_HOME=/design/flow/orfs finish
==> config.mk <==
export PLATFORM = sky130hd
export DESIGN_NAME = Inst_decode
export DESIGN_NICKNAME = Inst_decode
export VERILOG_FILES = /design/flow/design.v
export SDC_FILE = /design/flow/constraint.sdc
export NUM_CORES = 4
export LEC_CHECK = 1
export CORE_AREA = 10 10 104 104
export DIE_AREA = 0 0 114 114
==> constraint.sdc <==
current_design Inst_decode

set clk_period 5.9
set clk_io_pct 0.2

create_clock -name clk0 -period $clk_period

set non_clock_inputs [all_inputs -no_clocks]
set_input_delay [expr $clk_period * $clk_io_pct] -clock clk0 $non_clock_inputs
set_output_delay [expr $clk_period * $clk_io_pct] -clock clk0 [all_outputs]
==> results.sh <==
# yosys + openroad results
export IMPL_initial_utilization_pct=9.487
export IMPL_grt_pass1_vias=776
export IMPL_unclocked_regs=35
export IMPL_cp_max_fo=16
export IMPL_io_buffers=70
export IMPL_setup_viol=0
export IMPL_final_layout_size_suffix_gt1_share_pct=0.5495
export IMPL_grt_max_degree=17
export IMPL_holdCritPathClass="input pin to primary output"
export IMPL_overflow=0
export IMPL_netlist_area_um2=823.3
export IMPL_ir_drop_mv=0.01582
export IMPL_untimed_endpoints=35
export IMPL_worst_pin_slew_ns=0.7937
export IMPL_grt_busiest_layer="met2"
export IMPL_synth_edff_count=0
export IMPL_ant_nets=0
export IMPL_cp_end_kind="primary output"
export IMPL_timing_final_ws_setup_ns=0.6158
export IMPL_rsz0062_at_grt="no"
export IMPL_core_area_mm2=0.008678
export IMPL_grt_usage_pct=3.890
export IMPL_routedWlPerCell_um=9.448
export IMPL_crit_arrival_ns=4.10
export IMPL_netlist_instances=81
export IMPL_power_density_mw_per_mm2=41.46
export IMPL_synth_top_flop_cell="dlxtn_1"
export IMPL_ioPinCount=70
export IMPL_met1_usage_pct=4.779
export IMPL_async_flop_share_pct=0
export IMPL_relSlewSlack_pct=46.99
export IMPL_crit_chain="clkdlybuf4s50_1 > dlxtn_1 > and3b_1 > a211oi_2 > and2_1 > dlxtn_1 > clkdlybuf4s50_1"
export IMPL_groute_layer_met3_usage_pct=1.648
export IMPL_synth_cell_type_count=15
export IMPL_antenna_cells=0
export IMPL_fin_setup_tns_ns=0
export IMPL_cp_start_kind="input pin"
export IMPL_syn_area_per_cell_um2=10.16
export IMPL_syn2layout_area_growth_pct=113.8
export IMPL_cts_hold_fix_buffers=0
export IMPL_ctsResizeCount=0
export IMPL_warnings=32
export IMPL_grt_first_pass_wirelength_mm=4.091
export IMPL_antenna_found_initial=0
export IMPL_status="completed"
export IMPL_synth_most_common_cell="dlxtn_1"
export IMPL_seq_area_um2=525.5
export IMPL_whs_path_depth=2
export IMPL_fin_util_pct=20.29
export IMPL_numSynthFlops=35
export IMPL_yosysTopAreaCell="dlxtn_1"
export IMPL_p_leak_nw=0.7782
export IMPL_gp_congestion=0.6773
export IMPL_report_final_slew_viol_count=0
export IMPL_yosysTopAreaCellShare_pct=63.83
export IMPL_dieWidth_um=114
export IMPL_vias_per_cell=2.703
export IMPL_fin_crit_sh_pct=89.56
export IMPL_drtIter0Drc=9
export IMPL_nFillCells=959
export IMPL_topCellsByArea="dlxtn_1 64%, and2_1 16%, nor2b_1 4.6%"
export IMPL_rows=34
export IMPL_fmax_ghz=0.1892
export IMPL_wl_mm=2.740
export IMPL_met2_usage_pct=6.606
export IMPL_slowest_stage="a211oi_2"
export IMPL_common_cells="35 x dlxtn_1, 21 x and2_1, 6 x nor2b_1"
export IMPL_dieArea_mm2=0.01300
export IMPL_whs_ns=3.341
export IMPL_dr_total_vias=784
export IMPL_hold_viol=0
export IMPL_max_cap_violations=0
export IMPL_slowest_delay_ns=0.66
export IMPL_cp_data_required_time_ns=4.72
export IMPL_drc=0
export IMPL_ys_cells=81
export IMPL_comb_area_um2=399.1
export IMPL_fin_crit_ns=5.284
export IMPL_ys_area_um2=823.3
export IMPL_yosys_warnings=1
export IMPL_post_dp_hpwl_mm=2.481
export IMPL_pre_cts_slack_ns=0.4773
export IMPL_first_pass_iters=3
export IMPL_die_h_um=114
export IMPL_cts_setup_buffers=0
export IMPL_criticalPathCategory="input pin to primary output"
## placed cells by master (no fill, tap or decap)
master / count
nand4bb_1: 1
and3_1: 5
and3b_1: 1
conb_1: 35
a21oi_1: 1
nor2_1: 1
nor3_1: 3
nor3b_1: 1
a211oi_2: 1
dlxtn_1: 35
nand2_1: 1
clkdlybuf4s50_1: 70
nor2b_1: 6
and2_1: 21
## where the power goes
group / total, mW / switching (mW) / leakage (nW) / internal (mW)
Combinational: 0.0516 / 0.0133 / 0.499 / 0.0383
Sequential: 0.0214 / 0.00254 / 0.279 / 0.0188
Clock: 0 / 0 / 0 / 0
## final cells by class
class	count	share of cell area, %
Multi-Input combinational cell	77	22.67
Sequential cell	35	29.85
Tap cell	108	7.676
Timing Repair Buffer	70	39.80
## critical path, delay by kind of cell
kind	cells	cell delay, ns
buffers and inverters	2	0.91
latches	2	0.88
AOI/OAI and AO/OA	1	0.66
and+or+nand+nor	2	0.47
## through the flow
step	std cells	area, um^2	total power [mW]
2_1_floorplan	115	950.9	0.03364
3_3_place_gp	290	1760	0.07381
3_5_place_dp	290	1760	0.07456
4_1_cts	290	1760	0.07494
5_1_grt	290	1760	0.07991
6_report	290	1760	0.07298
## state kept, by name, summed over array words and instances, names as in the netlist
name / flops
func: 4
offset: 16
rs: 5
rt: 5
shamt: 5
## logic make-up after synthesis
family          count (synthesis)  share of synthesized area (%)
compound gates                  2                          2.127
buf+inv                         3                          3.191
latches                        35                          63.83
other cells                     1                         0.4555
simple gates                   40                          30.40
## layer usage
layer | vias to the layer above | wire (um)
met5 | - | 0
li1 | 422 | -
met4 | 0 | 0
met2 | 39 | 1196
met1 | 323 | 1210
met3 | 0 | 333
## path summary, 6_finish.rpt
path   endpoint  slack, ns     start
max   offset[0]       0.62  inst[19]
min   opcode[0]       3.34  inst[30]
Power and IR drop assume default switching activity.
