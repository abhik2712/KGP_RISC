File: ./run.sh
#!/bin/bash
# OpenROAD 26Q1-2900-gdf79404cd8, Yosys 0.63+post, stock flow scripts
make -C /OpenROAD-flow-scripts/flow DESIGN_CONFIG=/design/flow/config.mk WORK_HOME=/design/flow/orfs finish
File: ./config.mk
export PLATFORM = sky130hd
export DESIGN_NAME = Register_Bank
export DESIGN_NICKNAME = Register_Bank
export VERILOG_FILES = /design/flow/design.v
export SDC_FILE = /design/flow/constraint.sdc
export NUM_CORES = 4
export LEC_CHECK = 1
export CORE_UTILIZATION = 50
File: ./constraint.sdc
current_design Register_Bank

set clk_period 16.5
set clk_io_pct 0.2

create_clock -name clk0 -period $clk_period [get_ports {clk}]

set non_clock_inputs [all_inputs -no_clocks]
set_input_delay [expr $clk_period * $clk_io_pct] -clock clk0 $non_clock_inputs
set_output_delay [expr $clk_period * $clk_io_pct] -clock clk0 [all_outputs]
File: ./design.v
`timescale 1ns / 1ps
module Register_Bank(
		input write_enable,
		input clk,
		input rst,
		input [4:0] write_loc,
		input [31:0] write_data,
		input [4:0] read_rs,
		output reg [31:0] rs_data,
		input [4:0] read_rt,
		output reg [31:0] rt_data
    );
	 reg [31:0] reg_0 [7:0];
	 reg [31:0] reg_8 [7:0];	 
	 reg [31:0] reg_16 [7:0];
	 reg [31:0] reg_24 [7:0];
	 always @ (posedge clk or posedge rst)
	 begin
				if(rst)
				begin
						reg_0[0] <= 32'b0;  
						reg_0[1] <= 32'b0;
						reg_0[2] <= 32'b0;
						reg_0[3] <= 32'b0;
						reg_0[4] <= 32'b0;
						reg_0[5] <= 32'b0;
						reg_0[6] <= 32'b0;
						reg_0[7] <= 32'b0;
						reg_8[0] <= 32'b0;  
						reg_8[1] <= 32'b0;
						reg_8[2] <= 32'b0;
						reg_8[3] <= 32'b0;
						reg_8[4] <= 32'b0;
						reg_8[5] <= 32'b0;
						reg_8[6] <= 32'b0;
						reg_8[7] <= 32'b0;
						reg_16[0] <= 32'b0;  
						reg_16[1] <= 32'b0;
						reg_16[2] <= 32'b0;
						reg_16[3] <= 32'b0;
						reg_16[4] <= 32'b0;
						reg_16[5] <= 32'b0;
						reg_16[6] <= 32'b0;
						reg_16[7] <= 32'b0;
						reg_24[0] <= 32'b0;  
						reg_24[1] <= 32'b0;
						reg_24[2] <= 32'b0;
						reg_24[3] <= 32'b0;
						reg_24[4] <= 32'b0;
						reg_24[5] <= 32'b0;
						reg_24[6] <= 32'b0;
						reg_24[7] <= 32'b0;
				end
				else
				begin
						if(write_enable)     
						begin
								if(write_loc <= 3'b111)
								begin
										reg_0[ write_loc[2:0] ] <= write_data;
								end
								else if(write_loc <= 4'b1111)
								begin
										reg_8[ write_loc[2:0] ] <= write_data;
								end
								else if(write_loc <= 5'b10111)
								begin 
										reg_16[ write_loc[2:0] ] <= write_data;
								end
								else
								begin
										reg_24[ write_loc[2:0] ] <= write_data;
								end
						end
				end
	 end
	 always @(*)
	 begin
			if(read_rs[3:0] <= 3'b111)
			begin
					rs_data <= reg_0[ read_rs[2:0] ];
			end
			else if(read_rs <= 4'b1111)
			begin
					rs_data <= reg_8[ read_rs[2:0] ];
			end
			else if(read_rs <= 5'b10111)
			begin 
					rs_data <= reg_16[ read_rs[2:0] ];
			end
			else
			begin
					rs_data <= reg_24[ read_rs[2:0] ];
			end
			if(read_rt <= 3'b111)
			begin
					rt_data <= reg_0[ read_rt[2:0] ];
			end
			else if(read_rt <= 4'b1111)
			begin
					rt_data <= reg_8[ read_rt[2:0] ];
			end
			else if(read_rt <= 5'b10111)
			begin 
					rt_data <= reg_16[ read_rt[2:0] ];
			end
			else
			begin
					rt_data <= reg_24[ read_rt[2:0] ];
			end
	 end
endmodule
==> flow_metrics.py <==
# Physical implementation metrics
metrics = {
    "outcome": {
        "status": "completed",
    },
    "clock_network": {
        "clkTransAtPathRegs_ps": 60,
        "root_buffer": "clkbuf_16",
        "htreeDepth": 3,
        "ctsHoldBuffers": 0,
        "cts_setup_buffers": 0,
        "cts_inserted_buffers": 112,
        "cts_tree": "done",
        "clock-sinks": 1024,
        "cts_resized": 0,
        "clk_path_buf_depth": 3,
        "clkLatencyLatePin_ps": 710,
    },
    "detailed_routing": {
        "wire_per_inst_um": 36.4,
        "ant_nets": 0,
        "wl_met3_mm": 27.3,
        "drtIter0Drc": 3679,
        "drt-met1-wl_mm": 80.3,
        "first_pass_iters": 28,
        "met2_length_mm": 90.9,
        "top_layer": "met5",
        "drt-total-wl_mm": 210,
        "drc": 0,
        "vias": 40800,
        "avgViaCountPerCell": 7.05,
    },
    "place": {
        "port_buffers": 113,
        "place_congestion": 0.943,
        "place_worst_setup_slack_ps": 5760,
        "hpwl_mm": 123,
        "dpl-instance-area_sq_mm": 0.0557,
    },
    "final_timing": {
        "maxSlewViolCount": 0,
        "max_clock_freq_mhz": 92.2,
        "hold_viol": 0,
        "skew_ps": 0,
        "fin_crit_ps": 10840,
        "fin_ws_ps": 5660,
        "maxSlewHeadroom_pct": 27.8,
        "hold_ws_ps": 497,
        "period_used_pct": 65.7,
        "worst_slew_pin_slew_ps": 1080,
        "setup_viol": 0,
        "rsz0062_at_grt": "no",
    },
    "synth": {
        "yosys.stat.seqShare_pct": 48.0,
        "ff_type": "dfrtp_1",
        "async_flop_share_pct": 100,
        "yosys_area_sq_mm": 0.0534,
        "synth_cells": 4337,
        "ys_warn_count": 5,
        "numSynthFlops": 1024,
        "synth.avg_cell_area_sq_um": 12.3,
        "synth.distinct_cells": 60,
        "edf_count": 0,
        "yosys_cells": 4337,
        "synth.cell_area_sq_mm": 0.0534,
    },
    "hold_path": {
        "whs_path_depth": 1,
        "min_to": "reg_16[1][23]",
        "hold_class": "reg -> reg",
        "hp-start": "reg_16[1][23]",
    },
    "setup_path": {
        "endpoint_kind": "output port",
        "arrival_ps": 7540,
        "crit_path_max_fanout": 45,
        "reg2reg_slack_ps": 15650,
        "required_ps": 13200,
        "worstReg2RegEnd": "reg_0[3][14]",
        "worstRegToRegCells": 1,
        "crit_type": "in -> out",
        "critPathLaunchType": "primary input",
        "rr_startpoint": "reg_0[3][14]",
    },
    "grt": {
        "grt_overflow": 0,
        "grt_antenna_before_repair": 9,
        "grt_pass1_wl_mm": 303,
        "grt.total_usage_pct": 41.3,
        "grt_pass1_vias": 40600,
        "grt_max_degree": 118,
    },
    "die": {
        "ios": 114,
        "dieArea_sq_mm": 0.108,
        "die_w_um": 329,
        "fp-utilization_pct": 50.6,
        "num_rows": 119,
        "core_sq_mm": 0.106,
        "die_height_um": 329,
    },
    "power_and_ir_drop": {
        "ir_drop_mv": 0.0896,
        "power.density_mw_per_mm2": 124,
        "intPower_w": 0.00530,
        "p_clk_share_pct": 36.2,
        "switchingPower_w": 0.00208,
        "pwr-share-comb_pct": 18.5,
        "p_leak_nw": 26.2,
        "sw_frac_of_total_pct": 28.2,
        "seq_power_share_pct": 45.3,
    },
    "finish": {
        "flop_area_sq_mm": 0.0256,
        "fillers": 8684,
        "layout-area-overhead-vs-synth_pct": 11.5,
        "logic_area_sq_mm": 0.0256,
        "drive_above_1_share_pct": 36.9,
        "postLayoutCoreUtil_pct": 56.5,
        "final_cell_area_sq_mm": 0.0596,
    },
    "run": {
        "max_cap_viol_count": 0,
        "tool_warnings": 31,
    },
}
metal layers:
layer,global-route usage [%],vias up
met5,0,-
met4,18.2,8
met3,18.7,680
met2,57.5,2482
met1,57.6,21200
li1,-,16400
through the flow:
stage,power (W),setup TNS [ps],std cells
final,0.00738,0,5784
after global routing,0.00765,0,5775
after CTS,0.00738,0,5774
after detailed placement,0.00471,0,5568
after global placement,0.00469,0,5568
after floorplan,0.00426,-935870,4337
worst max-delay path, cell delays in order:
cell	delay, ps
clkbuf_8	430
buf_4	690
buf_4	690
nor2b_4	610
buf_4	440
a221oi_1	130
o221ai_1	210
o21ai_0	130
o22ai_1	290
clkdlybuf4s50_1	520
flip-flops by register name (all words and copies together), names as in the netlist:
signal / flops
reg_0: 256
reg_16: 256
reg_24: 256
reg_8: 256
cells by family (layout without fill, tap and decap cells):
logic type      after synthesis  after routing  synth area share (%)
flops                      1024           1024                  48.0
other cells                   0             10                     0
compound gates              990            990                  13.5
mux                        1420           1420                  30.0
simple gates                413            413                  3.76
buf+inv                     490            536                  4.73
placed cells by master (no fill, tap or decap), drive strengths merged, types with 20 or more instances in the layout:
cell              n
mux2           1093
dfrtp          1024
mux2i           291
buf             197
a221oi          183
o21ai           178
clkbuf          171
nor2            156
o221ai          133
a21oi           127
clkdlybuf4s50   105
o22ai           100
nand2            92
a22oi            48
o211ai           45
a22o             41
o2bb2ai          40
nand2b           37
mux4             36
and3             29
nor2b            27
inv              25
clkinv           23
nand4            20
layout make-up:
| type | count | share of cell area [%] |
|---|---|---|
| inverter | 25 | 0.176 |
| antenna | 10 | 0.0420 |
| timing repair buffer | 305 | 4.40 |
| multi-input combinational | 2823 | 42.9 |
| tap | 1391 | 2.92 |
| clock buffer | 168 | 5.75 |
| sequential | 1024 | 43.0 |
| clock inverter | 38 | 0.819 |
worst max-delay path by stage:
| stage | startpoint | end | slack [ps] | cells past startpoint |
|---|---|---|---|---|
| 4_1_cts | read_rs[0] | rs_data[21] | 5750 | 10 |
| 5_1_grt | read_rs[0] | rs_data[24] | 5610 | 10 |
| 6_report | read_rs[0] | rs_data[21] | 5660 | 10 |
cells in the mapped netlist (all sizes together) (36+ instances only):
library cell / count / area share (%)
o211ai: 45 / 0.63
clkbuf: 189 / 1.3
nand2: 92 / 0.66
buf: 276 / 3.2
a22oi: 48 / 0.67
mux4: 36 / 1.5
mux2i: 291 / 5.5
mux2: 1093 / 23
a221oi: 183 / 3.1
a22o: 41 / 0.67
o221ai: 133 / 2.2
a21oi: 127 / 1.2
dfrtp: 1024 / 48
nand2b: 37 / 0.43
nor2: 156 / 1.2
o22ai: 100 / 1.2
o2bb2ai: 40 / 0.66
o21ai: 178 / 1.7
power by group through the flow:
| stage | Sequential, W | Combinational, W | Clock [W] |
|---|---|---|---|
| CTS | 0.00333 | 0.00135 | 0.00270 |
| global route | 0.00340 | 0.00146 | 0.00279 |
| finish | 0.00334 | 0.00137 | 0.00267 |
Power figures rest on the tool's default switching activity, not on a simulated workload.
