### design.v
`timescale 1ns / 1ps
module BranchL(    input [1:0] opcode,
    input [3:0] fcode,
	 input [15:0] label,
    input carryFlag,
    input zFlag,
    input overflowFlag,
    input signFlag,
	 input [9:0] PC,
    output reg [9:0] exNPC,
	 output reg PCSrc,
	 output reg [31:0] ra
    );
initial begin
	exNPC<=0;
	PCSrc<=0;
	ra<=0;
	end
always @(opcode or fcode or label or carryFlag or zFlag or overflowFlag or signFlag)
	begin
	ra<=0;     
		if(opcode==2'b11)      
			begin
				if(fcode==4'b0)
							begin        
								exNPC<=label[9:0];
								PCSrc<=1;
							end
				else if(fcode==4'b0001)
						  begin		 
								exNPC<=label[9:0];
								PCSrc<=1;
								ra<=PC;    
							end
				else if(fcode==4'b0011)
					begin             
						exNPC<=label[9:0];
						PCSrc<=1;
					end
				else if(fcode==4'b0100)
						  begin        
								if(zFlag==1) 
									begin
										exNPC<=label[9:0];
										PCSrc<=1;
									end
								else 
									begin
									PCSrc<=0;
									exNPC<=0;
									end
							end
				else if(fcode==4'b0101)
						  begin		 
								if(zFlag==0) 
									begin
										exNPC<=label[9:0];
										PCSrc<=1;
									end
								else 
									begin
									PCSrc<=0;
									exNPC<=0;
									end
							end
				else if(fcode==4'b0110)
						  begin		 
								if(signFlag==1) 
									begin
										exNPC<=label[9:0];
										PCSrc<=1;
									end
								else 
									begin
									PCSrc<=0;
									exNPC<=0;
									end
							end
				else if(fcode==4'b0111)
						  begin	 
								if(signFlag==0) 
									begin
										exNPC<=label[9:0];
										PCSrc<=1;
									end
								else 
									begin
									PCSrc<=0;
									exNPC<=0;
									end
							end
				else if(fcode==4'b1001)
						  begin		 
								if(carryFlag==1) 
									begin
										exNPC<=label[9:0];
										PCSrc<=1;
									end
								else 
									begin
									PCSrc<=0;
									exNPC<=0;
									end
							end
				else if(fcode==4'b1010)
						  begin		 
								if(carryFlag==0) 
									begin
										exNPC<=label[9:0];
										PCSrc<=1;
									end
								else 
									begin
									PCSrc<=0;
									exNPC<=0;
									end
							end
				else if(fcode==4'b1011)
						  begin	 
								if(overflowFlag==1) 
									begin
										exNPC<=label[9:0];
										PCSrc<=1;
									end
								else 
									begin
									PCSrc<=0;
									exNPC<=0;
									end
							end
				else if(fcode==4'b1100)
						  begin	 
								if(overflowFlag==0) 
									begin
										exNPC<=label[9:0];
										PCSrc<=1;
									end
								else 
									begin
									PCSrc<=0;
									exNPC<=0;
									end
							end
				else if(fcode==4'b0010)
						  begin  
								exNPC<=ra[9:0];
								PCSrc<=1;
							end
				else
							begin  
								PCSrc<=0;
								exNPC<=0;
							end
			end		
		end
endmodule
### run.sh
#!/bin/bash
# OpenROAD 26Q1-2900-gdf79404cd8, Yosys 0.63+post, stock flow scripts
make -C /OpenROAD-flow-scripts/flow DESIGN_CONFIG=/design/flow/config.mk WORK_HOME=/design/flow/orfs finish
### config.mk
export PLATFORM = sky130hd
export DESIGN_NAME = BranchL
export DESIGN_NICKNAME = BranchL
export VERILOG_FILES = /design/flow/design.v
export SDC_FILE = /design/flow/constraint.sdc
export NUM_CORES = 4
export LEC_CHECK = 1
export CORE_AREA = 10 10 75 75
export DIE_AREA = 0 0 85 85
### constraint.sdc
current_design BranchL

set clk_period 2.8
set clk_io_pct 0.2

create_clock -name clk0 -period $clk_period

set non_clock_inputs [all_inputs -no_clocks]
set_input_delay [expr $clk_period * $clk_io_pct] -clock clk0 $non_clock_inputs
set_output_delay [expr $clk_period * $clk_io_pct] -clock clk0 [all_outputs]
==> reports/qor.txt <==
outcome -> finished, final reports clean
Post-Synthesis Cells -> 77
Fmax -> 0.371 GHz
Worst Setup Path Type -> in -> out
Final Max Slew Viols -> 0
Synth Register Bits -> 11
endpoints left unconstrained -> 22
Area Overhead vs Synth -> 80.4%
Cell Type Count -> 24
RSZ-0062 raised after global routing -> no
DRT antenna net count -> 0
Slew headroom -> 61.6%
Core Rows -> 23
Inserted Diodes -> 0
Min-Delay Path Depth -> 3
Top Ports -> 79
Power Total -> 0.109 mW
crit path DRT -> 2240 ps
die height -> 85 um
Netlist Area Pre-Place -> 669 um^2
Initial Util -> 16.5%
cts hold-fix bufs -> 0
Sw Ratio -> 30.9%
initial antenna violation count -> 0
Final period util -> 96.2%
GRT Total Usage -> 5.62%
Comb power frac -> 89.1%
Flop pwr share -> 10.9%
endpoints failing setup -> 0
DR DRC count -> 0
Hold Crit Class -> in -> out
Switch Pwr -> 0.0335 mW
die area -> 0.00723 mm^2
cell count listed in synth_stat.txt -> 77
Port Buffers -> 51
first-pass GRT wire length -> 3420 um
Yosys Warn Count -> 1
Worst-Margin Slew -> 576 ps
vias per cell -> 3.43
initial DRC count -> 4
DP Wirelength -> 1960 um
grt ovf -> 0
Max VDD drop -> 0.0431 mV
Max Fanout on Critical Path -> 5
P_leak -> 0.542 nW
Post-Syn Area per Cell -> 8.69 um^2
Log Warnings -> 38
clock power share -> 0%
register pins left without a clock -> 11
Core ar. -> 0.00406 mm^2
Pre-Repair DR Iteration Count -> 2
min cycle time layout -> 2690 ps
final WL -> 2240 um
PwrDens -> 89.9 mW/mm^2
crit path launch -> fcode[1]
utilization after layout -> 29.8%
max cap viols -> 0
share of post-route cells with drive strength above 1 -> 17.0%
width of the die -> 85 um
CP Capture Type -> output port
Int Pwr -> 0.0751 mW
via count -> 634
Startpoint Class -> input pin
GPL Wtd Cong -> 0.722
WP data arrival -> 2130 ps
min-delay src -> PC[2]
largest net degree at the start of global routing -> 12
Final Hold Viols -> 0
WL/cell -> 12.1 um
synthesized chip area reported by yosys -> 669 um^2
number of global-route vias before repair -> 670
==> path summary, 6_finish.rpt <==
kind | endpoint | slack, ps
hold / removal | ra[2] | 1870
setup / recovery | ra[3] | 110
==> power groups by stage <==
stage,logic [mW],registers (mW),clock network (mW)
CTS,0.0987,0.0118,0
global route,0.108,0.0123,0
finish,0.0967,0.0118,0
==> cells in the final DEF (no fill, tap or decap) <==
| cell type | Yosys | final |
|---|---|---|
| buf_2 | 0 | 1 |
| buf_4 | 23 | 9 |
| o31ai_2 | 0 | 1 |
| dlygate4sd2_1 | 0 | 8 |
| a21oi_1 | 1 | 1 |
| and2b_1 | 1 | 1 |
| and2_1 | 11 | 10 |
| nor2_1 | 1 | 1 |
| or2_2 | 1 | 1 |
| nand3_1 | 3 | 3 |
| and2_4 | 0 | 1 |
| a21boi_0 | 1 | 1 |
| dlxtp_1 | 11 | 11 |
| or2b_1 | 1 | 1 |
| nor4b_4 | 1 | 1 |
| o21ai_1 | 1 | 1 |
| conb_1 | 1 | 22 |
| nand2b_1 | 1 | 1 |
| a21oi_2 | 1 | 1 |
| a21boi_2 | 8 | 8 |
| o21ai_0 | 1 | 1 |
| xor2_1 | 1 | 1 |
| a221o_1 | 1 | 1 |
| nor4b_1 | 1 | 1 |
| clkdlybuf4s50_1 | 0 | 43 |
| nor4bb_1 | 1 | 1 |
| nand2_1 | 3 | 3 |
==> synth_stat cells <==
cell       n  area (um^2)
or2b_1     1         7.51
nand2_1    3         11.3
a21boi_0   1         7.51
nor4b_4    1         23.8
nor4b_1    1         8.76
o21ai_1    1         5.00
and2b_1    1         7.51
a21oi_2    1         8.76
xor2_1     1         8.76
dlxtp_1   11          165
and2_1    11         68.8
nand3_1    3         15.0
buf_4     23          173
a21boi_2   8         90.1
nand2b_1   1         6.26
a21oi_1    1         5.00
or2_2      1         6.26
o31ai_1    1         7.51
conb_1     1         3.75
a221o_1    1         10.0
nor2_1     1         3.75
nor4bb_1   1         10.0
buf_6      1         11.3
o21ai_0    1         5.00
==> sequential cells by signal (all words and copies together), names as in the netlist <==
name   cells
PCSrc      1
exNPC     10
==> cell families after synthesis <==
group / Yosys count / synth area share, %
and+or+nand+nor: 25 / 25.2
xor gates and xnor gates: 1 / 1.31
buffers and inverters: 24 / 27.5
AOI/OAI and AO/OA: 15 / 20.7
latches: 11 / 24.7
other: 1 / 0.560
==> worst max-delay path, cell delays in order <==
cell and delay (ps):
clkdlybuf4s50_1 490, nor4b_4 320, buf_2 180, and2_1 120
clkdlybuf4s50_1 470
==> cell type report <==
| cell class | instances | area (um^2) |
|---|---|---|
| fillers | 420 | 2850 |
| multi-input cells | 63 | 407 |
| flip-flops and latches | 11 | 165 |
| well taps | 50 | 62.6 |
| repair buffers | 61 | 573 |
==> routing by layer <==
layer / global-route usage [%] / up-vias / share of wire (%)
met4: 0 / 0 / 0
met5: 0 / - / 0
met1: 7.12 / 270 / 44
met2: 9.81 / 36 / 47
li1: - / 328 / -
met3: 1.54 / 0 / 8.7
==> stage by stage <==
step | setup TNS [ps] | instance area [um^2] | hold WS, ps | setup WS, ps | std cells
4_1_cts | 0 | 1200 | 1870 | 53.4 | 185
6_report | 0 | 1210 | 1870 | 107 | 185
5_1_grt | 0 | 1210 | 1880 | 10.3 | 185
2_1_floorplan | 0 | 748 | 1190 | 928 | 98
3_3_place_gp | -1260 | 1190 | 2040 | -133 | 182
3_5_place_dp | -1230 | 1190 | 2040 | -133 | 182
==> repair_timing <==
item / 4_1_cts / 5_1_grt
setup endpoints to repair: 10 / 4
resized: 9 / 1
setup buffers: 2 / 0
cloned: 1 / 0
pin swaps: 2 / 0
No activity file was given, so power comes from the tool's default toggle rates.
